===== /design/flow/constraint.sdc =====
current_design float_adder

set clk_period 31.4
set clk_io_pct 0.2

create_clock -name clk0 -period $clk_period [get_ports {clk}]

set non_clock_inputs [all_inputs -no_clocks]
set_input_delay [expr $clk_period * $clk_io_pct] -clock clk0 $non_clock_inputs
set_output_delay [expr $clk_period * $clk_io_pct] -clock clk0 [all_outputs]

===== /design/flow/design.v =====
module float_adder(
  input clk,              
  input [31:0] a,         
  input [31:0] b,         
  output reg [31:0] sum   
);
  reg [7:0] exp_a, exp_b, exp_sum;  
  reg [22:0] frac_a, frac_b, frac_sum;  
  reg sign_a, sign_b, sign_sum;  
  always @(*) begin
    exp_a = a[30:23];
    frac_a = {1'b1, a[22:0]};
    sign_a = a[31];
    exp_b = b[30:23];
    frac_b = {1'b1, b[22:0]};
    sign_b = b[31];
    exp_sum = exp_a + exp_b;
    if (exp_a > exp_b) begin
      frac_b = {frac_b, 9'b0};
      frac_a = frac_a >> (exp_a - exp_b);
    end else if (exp_a < exp_b) begin
      frac_a = {frac_a, 9'b0};
      frac_b = frac_b >> (exp_b - exp_a);
    end
    if (sign_a == sign_b) begin
      sign_sum = sign_a;
    end else if (exp_a == exp_b && frac_a > frac_b) begin
      sign_sum = sign_a;
    end else begin
      sign_sum = sign_b;
    end
    frac_sum = frac_a + frac_b;
    if (frac_sum[23]) begin
      exp_sum = exp_sum + 1;
      frac_sum = frac_sum >> 1;
    end
  end
  always @(posedge clk) begin
    sum <= {sign_sum, exp_sum, frac_sum[21:0]};
  end
endmodule

===== /design/flow/run.sh =====
#!/bin/bash
# OpenROAD 26Q1-2900-gdf79404cd8, Yosys 0.63+post, stock flow scripts
make -C /OpenROAD-flow-scripts/flow DESIGN_CONFIG=/design/flow/config.mk WORK_HOME=/design/flow/orfs finish

===== /design/flow/config.mk =====
export PLATFORM = sky130hd
export DESIGN_NAME = float_adder
export DESIGN_NICKNAME = float_adder
export VERILOG_FILES = /design/flow/design.v
export SDC_FILE = /design/flow/constraint.sdc
export NUM_CORES = 4
export LEC_CHECK = 1
export CORE_UTILIZATION = 30

==> writeup.txt <==
Summed over all routing layers, the global router reports a total usage of 19.4%. Setup slack on the critical path of the routed design comes to 18.12 ns. With the remaining antenna violation count at 0, the count of different cell masters after synthesis is 78. After floorplanning, the die was sized to cover 0.0193 mm2.

The run finished with clean final reports. The logs give 2 for the total number of yosys warnings and 2.73 nW for the leakage dissipation. The synthesized design contains 31 register bits. The tools report the core utilization of the finished layout as 38.0%. Number of cells in the design after placement: 1005. Detailed placement finished with a half-perimeter wire length of 14500 um.

The synthesized netlist handed to floorplanning was reported with a cell count of 714. The initial antenna violation count is 0. The length of the first detailed-routing pass in iterations was 13.

In this run the worst hold path is classified as primary input to flop. In this run, synthesis inferred 0 flip-flops with an integrated enable. The report puts the hold buffer count at CTS at 0.

Yosys stat cell total: 714. According to the CTS report, the clock sink count is 31. The global placer's final weighted congestion is 0.933, and the wire length of the first global-routing pass is 28900 um. Using the TritonRoute via totals, the vias-per-cell ratio works out to 5.59. The worst endpoint required time is 31.62 ns. The most used flip-flop cell after synthesis was dfxtp_1. Number of diodes: 0.

From left edge to right edge, the die measures 139 um. The post-cts sizing count is 0. In the Yosys report, the sequential cells make up 11.0% of the chip area. After synthesis, the share of flip-flops with an asynchronous set or reset is 0%. Nature of the critical path startpoint: a primary input. The area growth from synthesis to layout is 22.6%. After the flow finishes, the layout carries non-filler instances totaling 1013. According to the floorplan log, the row count is 49. By startpoint and endpoint, the worst setup path is classified as primary input to flop. The final report lists the setup-violating endpoint count as 0. The most congested layer reported by global routing is met2.

Global routing consumed, on the met1 layer, 28.4% of the routing resources. The report lists the power per cell area as 47.1 mW/mm2. The number of levels the H-tree was split into was 2; the layout cell share with drive strength beyond 1 was 8.93%. Number of port buffers: 95. The largest register by flop count was sum. In the global route stage, met3 resource usage came out at 4.79%. The commonest cells after synthesis are a21oi_1 (71), nand2_1 (70), ha_1 (66). For reference, the top cells by area after synthesis are ha_1 (15%), dfxtp_1 (11%), mux4_2 (9.2%), a21oi_1 (6.3%), mux2i_1 (5.9%). The run gives 0.0181 mm2 as the area of the core. With the aggregate routed wire length at 18300 um, the violation tally from detailed-route iteration zero is 366. The share of Yosys cell area claimed by the top area cell type works out to 14.7%. The worst path uses 42.3% of the clock period.

With the endpoint arrival time on the critical path at 13.50 ns, the die extent in y is 139 um. The run gives 621 um2 for the register area. The tools report the DRC violations left as 0. Dominant cell by count in the synthesized netlist: a21oi_1. The endpoint type of the worst setup path was a flop.

Counting endpoints that fail hold in the final report gives 0. The floorplan report gives the top-level pin count as 97. The post-route minimum period was 13.28 ns; the transition time at the pin with the least slew margin was 0.764 ns. After routing, the total negative slack on setup checks comes to 0 ns.

The area of the multi-input gates is 0.00461 mm2, and the average cell area after synthesis is 7.87 um2. Per the TritonCTS log, the buffer count is 5. For the completed layout, the total cell area is recorded as 0.00689 mm2. In the final report, the number of pins over their slew limit comes to 0. Entering global routing, the biggest net connects 53 pins.

Setup repair after global routing left no endpoint under its margin. Once the clock tree was built, the setup fixing pass inserted 0 buffers. The fill cell instance count of the final layout is 1879, and the maximum count of clock buffers along a single path is 2.

The script logs the mean routed wire length per placed instance as 18.1 um. The total number of vias was 5663; the clock input transition at the sequential cells of the worst setup and hold paths was 0.05 ns. The tree is rooted in a clkbuf_16.

Before placement the cells fill 31.0% of the core. The cell type that accounts for the most area after synthesis is ha_1. For this run, the top clock speed supported by timing is 0.0753 GHz. The tools report the worst vdd rail ir drop as 0.0224 mV. The maximum fanout along the worst path was 21.

The area figure in the yosys stat output came out at 0.00562 mm2. The count of maximum capacitance violations is 0. The run gives 5330 for the number of global-route vias before repair. For the cell area after synthesis, the log shows 0.00562 mm2.

The register with the most flip-flops in the layout has 31 of them. Per the post-place timing report, worst setup slack is 17.93 ns. The largest registers in the layout are sum x31. After detailed placement, the total cell area comes to 0.00672 mm2. The stage logs contain a warning count of 60. TritonCTS built the clock tree.

The met2 capacity usage during global routing was 29.6%; the remaining global-route overflow was 0. The tools report the normalized max-slew margin as 47.7%.
[routing by layer]
layer / vias up / routed length (um)
met5: - / 0
met4: 0 / 330
met3: 23 / 1540
met2: 262 / 7900
met1: 2647 / 8560
li1: 2731 / -
[cells in the final DEF, fill, tap and decap left out, drive strengths merged, types with 9 or more instances in the layout]
cell type	Yosys	routed
nand2	70	70
o21bai	12	12
clkdlybuf4s50	0	95
dfxtp	31	31
nor3	11	11
buf	20	9
o22ai	9	9
xnor2	21	21
nor2	57	57
o21ai	31	31
o21a	13	13
ha	66	66
mux4	23	23
mux2	9	9
nand3	23	23
a21oi	71	71
xor2	11	11
inv	47	47
mux2i	35	35
nor2b	11	11
[where the power goes]
group	switching (mW)	internal, mW
clock network	0.0206	0.0395
logic	0.110	0.0978
registers	0.00356	0.0531
total	0.134	0.190
[per-stage QoR]
stage               total power [mW]  hold WS (ns)
floorplan                      0.190          6.42
global placement               0.265          6.89
CTS                            0.326          6.59
detailed placement             0.263          6.89
global route                   0.349          6.61
finish                         0.324          6.60
[final timing paths]
path / depth (start not counted) / from / slack, ns / endpoint
max: 23 / a[29] / 18.12 / sum[20]$_DFF_P_
min: 2 / a[31] / 6.60 / sum[30]$_DFF_P_
[cell families (layout without fill, tap and decap cells)]
family          Yosys count  in the layout  share of synthesized area (%)
simple gates            221            221                           19.1
compound gates          201            201                           23.7
buf+inv                  91            161                           7.17
fa+ha+maj                70             70                           16.1
mux                      67             67                           17.7
xor+xnor                 32             32                           5.12
flops                    31             31                           11.0
other cells               1              1                         0.0667
[worst max-delay path: stages]
cell             delay (ns)
clkdlybuf4s50_1        0.50
inv_1                  0.05
ha_1                   0.44
nand4_1                0.26
or2_1                  0.59
o21a_4                 0.52
mux2i_4                0.34
xor2_2                 0.51
nand2_1                0.18
a311oi_4               0.45
a21oi_1                0.12
a211o_1                0.32
mux2_2                 0.27
ha_1                   0.37
o21bai_1               0.10
a21oi_1                0.29
o21bai_1               0.14
a311oi_1               0.44
o41ai_1                0.17
o41ai_1                0.60
o2111ai_1              0.21
a21oi_1                0.20
xnor2_1                0.13
[area by class of cell]
type / instances / area share [%]
Tap cell: 229 / 4.16
Timing Repair Buffer: 104 / 14.8
Clock inverter: 2 / 0.509
Clock buffer: 6 / 2.02
Multi-Input combinational cell: 592 / 66.9
Sequential cell: 31 / 9.01
Inverter: 49 / 2.67
Power and IR drop assume default switching activity.
